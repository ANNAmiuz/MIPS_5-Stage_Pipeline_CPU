$ cat flow/config.mk
export PLATFORM = sky130hd
export DESIGN_NAME = regFile
export DESIGN_NICKNAME = regFile
export VERILOG_FILES = /design/flow/design.v
export SDC_FILE = /design/flow/constraint.sdc
export NUM_CORES = 4
export LEC_CHECK = 1
export CORE_UTILIZATION = 30
$ cat flow/constraint.sdc
current_design regFile

set clk_period 5.1
set clk_io_pct 0.2

create_clock -name clk0 -period $clk_period [get_ports {clk}]

set non_clock_inputs [all_inputs -no_clocks]
set_input_delay [expr $clk_period * $clk_io_pct] -clock clk0 $non_clock_inputs
set_output_delay [expr $clk_period * $clk_io_pct] -clock clk0 [all_outputs]
$ cat flow/design.v
module regFile
    (
      input[4:0] A1
    , input[4:0] A2
    , input[4:0] A3
    , input[31:0] WD3
    , input WE3
    , input clk
    , output reg[31:0] RD1
    , output reg[31:0] RD2
    );
reg[31:0] register[31:0];  
integer i;
initial begin
		for(i = 0; i < 32; i++) begin
			register[i] = 32'b0;
		end
end
always @(negedge clk) begin
    RD1 <= register[A1];
    RD2 <= register[A2];    
end
always @(posedge clk) begin
    # 2
    if (((A3 != 4'b0) & WE3)==1) register[A3] <= WD3;
end
endmodule
$ cat flow/run.sh
#!/bin/bash
# OpenROAD 26Q1-2900-gdf79404cd8, Yosys 0.63+post, stock flow scripts
make -C /OpenROAD-flow-scripts/flow DESIGN_CONFIG=/design/flow/config.mk WORK_HOME=/design/flow/orfs finish
==> changes_impl.md <==
## Flow update

- Transition time at the pin with the least slew margin: approximately 0.97 ns
- Count of TritonRoute iterations in the first routing pass: 24
- Fin Clk Skew: 0.02428 ns
- M1 wire length: between 50000 and 60000 um
- Worst r2r dst: RD2[10]
- Req. time, crit path: between 4 and 5 ns
- Total core area: 0.1654 sq mm
- Class of the tightest hold or removal check: in2reg
- Classification of the worst setup path: reg2out
- 1st-iter DRT viols: 2148
- Crit path depth: 1
- Horizontal die dimension: 410.5 um
- Peak supply drop: around 0.3 mV
- Global-route wire length before repair: 227400 um
- Portion of total power attributed to sequential cells: between 40% and 50%
- Post-synthesis area per instance: 14.51 sq um
- Met3 routed WL: 24090 um
- Post-synth regs: 1088
- Netlist Area Pre-Place: 0.05007 sq mm
- Flop2flop setup slack: 1.12 ns
- Logic pwr share: 9.3%
- Via count: between 30k and 40k
- Buffers on Ports: 112
- Worst skew pair latency: about 0.7 ns
- Max-capacitance violation count: 0
- Number of remaining DRC errors: 0
- Run status: finished clean
- Max-slew headroom: 35.34%
- Number of library cell types mapped by synthesis: 26
- Number of H-tree branching levels: 3
- GR Overflow Total: 0
- Worst path arrival time: 4.03 ns
- Clock root buffer master: sky130_fd_sc_hd__clkbuf_16
- Share of total power in the clock network: 41.8%
- Overall fraction of global-route tracks in use: 19.85%
- Standard cell with the maximum stage delay on the critical path: sky130_fd_sc_hd__clkdlybuf4s50_1
- Post-CTS setup buffer count: 0
- Cell-internal power: approximately 16000 uW
- Number of buffers between clock root and the deepest sink: 3
- Total count of max-transition violations in the final report: 0
- Logic depth of the worst register-to-register path: 6
- Setup repair after global routing missed its margin: false
- Switching power summed over all nets: 4795 uW
- Overall power consumption: 20660 uW
- Switching part of the total: 23.20%
- Cells in synth_stat.txt: 3451
- Sum of buffers and inverters on the critical path: 1
- Met2 routed wirelength: 75800 um
- Total of warnings raised by yosys: 1
- Top layer reached by signal wires: met5
- Routed wire length: 160100 um
- Critical path origin: RD2[29]
- Number of antenna violations at the first check in global routing: 19
- Cell leakage power: 0.02325 uW
- OpenROAD warning count: 90
- Highest cell delay on the worst timing path: 0.47 ns
- Synth Seq Share: 63.97%
- Number of CTS-inserted buffers: ~120
- Origin of the critical flop-to-flop path: register[6][10]
- Total clock sinks: 1088
- Crit path cell chain: clkdlybuf4s50_1
- Post-synthesis chip area from yosys: 0.05007 sq mm
- Placed wire-length estimate after detailed placement: 101800 um
- Total Neg Setup Slack: 0 ns
- Total Die Area: 0.1685 sq mm
- Fraction of layout cells with a size suffix above 1: 16.64%
- Post-Syn Instances: 3451
- Startpoint type of the worst setup path: flip-flop
- Floorplan row count: between 100 and 150
- Weighted congestion reported at the end of routability-driven placement: 0.9198
- Maximum number of pins on one net before global-route repair: 54
- Post-placement worst setup slack: -0.5793 ns
- Critical path endpoint category: primary output
- Synthesis-to-finish area growth: 22.78%
- Vias in the first global route: ~33k
- I/O pins: around 110
- Setup ws final: roughly 0.045 ns
- Kind of cell adding the most delay to the critical path: buffers and inverters
- Final setup fails: 0
- CTS clk-pin slew, worst paths: 0.06 ns
- Worst setup path endpoint: RD2[29]
- Pwr dens: 336.1 mW/mm^2
- Final antenna-violating net count: 0
- Worst-path maximum fanout: 1
- Effective utilization at floorplan: between 30% and 40%
- Final hold viol count: 0
- Vertical die dimension: 410.5 um
- Vias per cell: 5.207
- Average detailed-routed wire length per instance: 25.83 um
- TritonCTS clock tree: done
[area by class of cell]
| cell class | instances | area [sq um] |
|---|---|---|
| clock buffers | 153 | 3344 |
| flip-flops and latches | 1088 | 32160 |
| diodes | 3 | 7.507 |
| repair buffers | 500 | 5590 |
| well taps | 2189 | 2739 |
| clock inverters | 127 | 750.7 |
| fillers | 15230 | 103900 |
| multi-input cells | 2140 | 16890 |
[metrics by stage]
step | area, sq um | hold WS, ns | utilization (%) | std cells
2_1_floorplan | 50190 | 1.119 | - | 3482
3_3_place_gp | 57310 | 1.851 | 34.65 | 5918
3_5_place_dp | 57310 | 1.856 | 34.65 | 5918
4_1_cts | 61460 | 1.109 | 37.17 | 6197
5_1_grt | 61470 | 1.151 | 37.18 | 6197
6_report | 61480 | 1.146 | 37.18 | 6200
[cell usage after synthesis, drive strengths merged]
| cell | count | area share (%) |
|---|---|---|
| a21oi | 192 | 1.9 |
| a22o | 128 | 2.2 |
| a22oi | 192 | 2.9 |
| a31oi | 64 | 0.80 |
| and2 | 2 | 0.025 |
| buf | 168 | 2.5 |
| clkbuf | 85 | 0.67 |
| conb | 1 | 0.0075 |
| dfxtp | 64 | 2.6 |
| edfxtp | 1024 | 61 |
| inv | 1 | 0.0075 |
| mux2i | 1024 | 20 |
| nand2 | 195 | 1.5 |
| nand2b | 4 | 0.050 |
| nand3 | 194 | 1.9 |
| nand3b | 5 | 0.075 |
| nor2 | 34 | 0.25 |
| nor2b | 4 | 0.050 |
| nor3 | 64 | 0.64 |
| or2 | 2 | 0.025 |
| or3 | 1 | 0.013 |
| or3b | 3 | 0.052 |
[timing repair]
action | 4_1_cts | 5_1_grt
resized | 123 | 7
hold buffers | 0 | 0
gates cloned | 0 | 0
setup endpoints to repair | 55 | 7
[cell families (layout without fill, tap and decap cells)]
kind of cell / count (synthesis) / after routing / share of synthesized area [%]
AND-OR/OR-AND: 576 / 576 / 7.836
buffers and inverters: 254 / 780 / 3.133
flip-flops: 1088 / 1088 / 63.97
multiplexers: 1024 / 1024 / 20.47
other: 1 / 35 / 0.007489
AND/OR/NAND/NOR: 508 / 508 / 4.585
[sequential cells by signal, summed over array words and instances, names as in the netlist]
register,count
register,1024
RD1,32
RD2,32
[worst min path at each step]
stage	cells after the start	startpoint	to
4_1_cts	2	WD3[26]	register[28][26]
6_report	2	WD3[12]	register[31][12]
5_1_grt	2	WD3[6]	register[5][6]
[layer usage]
metal / vias to the layer above / track usage [%]
met2: 1744 / 30.93
met3: 305 / 13.02
met1: 15700 / 22.83
li1: 14510 / -
met5: - / 0.1696
met4: 26 / 4.819
[layout by cell type (no fill, tap or decap), types with 66 or more instances in the layout]
| cell | count |
|---|---|
| sky130_fd_sc_hd__nand3_1 | 194 |
| sky130_fd_sc_hd__clkbuf_16 | 126 |
| sky130_fd_sc_hd__inv_1 | 66 |
| sky130_fd_sc_hd__a21oi_1 | 192 |
| sky130_fd_sc_hd__edfxtp_1 | 1024 |
| sky130_fd_sc_hd__nand2_1 | 193 |
| sky130_fd_sc_hd__a22o_1 | 128 |
| sky130_fd_sc_hd__mux2i_1 | 1024 |
| sky130_fd_sc_hd__buf_4 | 260 |
| sky130_fd_sc_hd__a22oi_1 | 192 |
| sky130_fd_sc_hd__buf_12 | 128 |
[power by group through the flow]
stage	Sequential, uW	Clock (uW)	Combinational (uW)
6_report	10100	8640	1910
5_1_grt	10100	9150	2040
4_1_cts	10100	8770	1910
Power is estimated from default activity; no workload was simulated.
