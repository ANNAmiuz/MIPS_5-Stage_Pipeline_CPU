==> design.v <==
module ALU
            ( 
              input[31:0] srcA
            , input[31:0] srcB
            , input[3:0] aluctr
            , input[4:0] shamt
            , output reg[31:0] result
            );
    parameter ADD = 4'b0000;
    parameter SUB = 4'b0001;
    parameter AND = 4'b0010;
    parameter OR = 4'b0011;
    parameter SLL = 4'b0100;
    parameter SRL = 4'b0101;
    parameter SRA = 4'b0110;
    parameter XOR = 4'b0111;
    parameter LESS = 4'b1000;
    parameter NOR = 4'b1001;
    parameter SLLV = 4'b1010;
    parameter SRLV = 4'b1011;
    parameter SRAV = 4'b1100;
    parameter ANDI = 4'b1101;
    parameter ORI = 4'b1110;
    parameter XORI = 4'b1111;
    always @(*) begin
        case (aluctr)
        ADD: result <= srcA + srcB;
        SUB: result <= srcA - srcB;
        AND: result <= srcA & srcB;
        OR: result <= srcA | srcB;
        SLL: result <= srcB << shamt;
        SLLV: result <= srcB << srcA[4:0];
        SRL: result <= srcB >> shamt;
        SRLV: result <= srcB >> srcA[4:0];
        SRA: result <= $signed(srcB) >>> shamt;
        SRAV: result <= $signed(srcB) >>> srcA[4:0];
        XOR: result <= srcA ^ srcB;
        LESS: result <= ($signed(srcA) < $signed(srcB))? 32'b1:32'b0;
        NOR: result <= ~(srcA | srcB);
        ORI: result <= srcA | {{16{1'b0}}, srcB[15:0]};
        XORI: result <= srcA ^ {{16{1'b0}}, srcB[15:0]};
        ANDI: result <= srcA & {{16{1'b0}}, srcB[15:0]};
        default: result <= srcA + srcB;
        endcase
    end
endmodule
==> run.sh <==
#!/bin/bash
# OpenROAD 26Q1-2900-gdf79404cd8, Yosys 0.63+post, stock flow scripts
make -C /OpenROAD-flow-scripts/flow DESIGN_CONFIG=/design/flow/config.mk WORK_HOME=/design/flow/orfs finish
==> config.mk <==
export PLATFORM = sky130hd
export DESIGN_NAME = ALU
export DESIGN_NICKNAME = ALU
export VERILOG_FILES = /design/flow/design.v
export SDC_FILE = /design/flow/constraint.sdc
export NUM_CORES = 4
export LEC_CHECK = 1
export CORE_UTILIZATION = 30
==> constraint.sdc <==
current_design ALU

set clk_period 14.2
set clk_io_pct 0.2

create_clock -name clk0 -period $clk_period

set non_clock_inputs [all_inputs -no_clocks]
set_input_delay [expr $clk_period * $clk_io_pct] -clock clk0 $non_clock_inputs
set_output_delay [expr $clk_period * $clk_io_pct] -clock clk0 [all_outputs]
==> flow_summary.toml <==
# flow metrics
[setup_path]
worstPathRequired_ps = 11360
cp.arrival_ps = 8540
cpPeakStageDelay_ps = 1070
cp-start-kind = "primary input"
crit_slowest_cell = "a2111oi_0"
crit_cells = 13
crit_end = "result[15]"
startpoint = "aluctr[2]"
path_buffers = 4
end_kind = "output port"
crit_type = "in2out"
critPathMaxFanout = 28
path_cells = "clkdlybuf4s50_1 -> buf_4 -> nor4b_4 -> mux2_2 -> mux2i_1 -> mux2i_1 -> a21oi_1 -> mux2i_1 -> a2111oi_0 -> buf_4 -> o21ai_0 -> and3_1 -> clkdlybuf4s50_1"
cpMostUsedCell = "mux2i_1"
critical-path-top-delay-family = "AND-OR/OR-AND gates"

[floorplan]
coreArea_sq_um = 37000
ios = 105
chipArea_sq_um = 38700
die_h_um = 197
die_w_um = 197
fp-utilization_pct = 30.8
rows = 70

[min_path]
hp-class = "in2out"

[routing]
first_pass_iters = 6
ant_nets = 0
drtIter0Drc = 1500
drcViolationCount = 0
vias = 14605
wl_per_cell_um = 31.2
diodes = 0
routed_wl_um = 69700
viasPerCell = 6.53

[synth]
ys_types = 81
syn_avg_cell_area_sq_um = 6.65
top_cell_area_share_pct = 15.6
synthesis.instances = 1710
ys_warn_count = 1
ys_cells = 1710
postSynthSeqShare_pct = 0
area_leaders = "mux2i_1 16%, ha_1 11%, nand2_1 6.6%"
yosys-stat-area_sq_um = 11400
syn_area_sq_um = 11400
yosysTopAreaCell = "mux2i_1"

[final_timing]
setup_viol = 0
finalHoldViolations = 0
period_used_pct = 80.1
slew_headroom_pct = 23.8
rsz0062_at_grt = "false"
fmax_mhz = 87.9
min_period_ps = 11380
tightest_slew_ps = 1110
drv_slew = 0
setup_tns_ps = 0

[placement]
numPortBuffers = 105
hpwl_um = 54200
gp_congestion = 1.07

[power_and_ir_drop]
power_per_cell_area_nw_per_um2 = 46.2
vdd_drop_max_uv = 18.4
p_leak_nw = 5.46

[grt]
globalRouteOverflowTotal = 0
grtUsageTotal_pct = 35.9
grt_pass1_vias = 13277
grt_antenna_before_repair = 1
grt_max_degree = 47
grt_pass1_wl_um = 98300

[finish]
mi_logic_area_sq_um = 10400
layout_top_cells = "199 x nand2_1, 170 x mux2i_1, 137 x a21oi_1, 131 x nor2_1, 105 x clkdlybuf4s50_1"
final_common_cell = "nand2_1"
clkbuf_count = 0
area_delta_synth_final_pct = 14.9
regArea_sq_um = 0
seq_cell_count = 0
fill_cells = 4048
utilization_pct = 35.3
drive_gt1_share_pct = 8.88

[clocking]
ctsHoldBuffers = 0
cts_resized = 0
cts_setup_buffers = 0

[job]
maxCapViolations = 0
warning_count = 96

[outcome]
status = "complete, no violations"
## power by group
part,internal (W),switching (W),leakage (nW)
clock,0,0,0
sequential,0,0,0
combinational,0.000221,0.000382,5.46
total,0.000221,0.000382,5.46
## cells by family after synthesis
group | count (synthesis) | synth area share, %
mux | 224 | 22.3
fa+ha+maj | 98 | 10.9
xor+xnor | 4 | 0.308
simple gates | 540 | 22.5
buf+inv | 262 | 9.19
compound gates | 582 | 34.7
## cell usage after synthesis, drive strengths merged (38+ instances only)
master and number:
a21oi 137, o211ai 44, nor2 131, nand2 199, inv 102, o21ai 101
buf 38, clkbuf 122, nand3 41, ha 96, mux2i 182
## routing by layer
metal  vias to the layer above  global-route usage, %  share of wire, %
met2                       890                   55.3                44
met3                       161                   6.41               9.2
li1                       6496                      -                 -
met4                         0                   14.7               4.8
met1                      7058                   49.6                42
met5                         -                      0                 0
## area by class of cell
cell class / instances / share of cell area, %
inverter: 102 / 2.93
multi-input combinational: 1448 / 79.7
tap: 504 / 4.83
timing repair buffer: 184 / 12.6
## per-stage QoR
stage | std cells | area, sq um | power [W] | hold slack (ps) | worst slack [ps]
2_1_floorplan | 1710 | 11400 | 0.000334 | 5900 | 5520
3_3_place_gp | 2238 | 13100 | 0.000589 | 7100 | 2850
3_5_place_dp | 2238 | 13100 | 0.000583 | 7100 | 2930
4_1_cts | 2238 | 13100 | 0.000587 | 7110 | 2910
5_1_grt | 2238 | 13100 | 0.000633 | 7150 | 2720
6_report | 2238 | 13100 | 0.000603 | 7110 | 2820
## worst min-delay path by stage
stage,end,depth (start not counted),slack (ps),start
4_1_cts,result[1],6,7110,srcB[1]
5_1_grt,result[19],6,7150,srcA[19]
6_report,result[1],6,7110,srcB[1]
No activity file was given, so power comes from the tool's default toggle rates.
