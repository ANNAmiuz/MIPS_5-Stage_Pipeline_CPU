<file path="flow/run.sh">
#!/bin/bash
# OpenROAD 26Q1-2900-gdf79404cd8, Yosys 0.63+post, stock flow scripts
make -C /OpenROAD-flow-scripts/flow DESIGN_CONFIG=/design/flow/config.mk WORK_HOME=/design/flow/orfs finish
</file>
<file path="flow/config.mk">
export PLATFORM = sky130hd
export DESIGN_NAME = MainMemory
export DESIGN_NICKNAME = MainMemory
export VERILOG_FILES = /design/flow/design.v
export SDC_FILE = /design/flow/constraint.sdc
export NUM_CORES = 4
export LEC_CHECK = 1
export CORE_UTILIZATION = 30
export SYNTH_MEMORY_MAX_BITS = 65536
</file>
<file path="flow/constraint.sdc">
current_design MainMemory

set clk_period 60.4
set clk_io_pct 0.2

create_clock -name clk0 -period $clk_period [get_ports {clk}]

set non_clock_inputs [all_inputs -no_clocks]
set_input_delay [expr $clk_period * $clk_io_pct] -clock clk0 $non_clock_inputs
set_output_delay [expr $clk_period * $clk_io_pct] -clock clk0 [all_outputs]
</file>
<file path="flow/design.v">
`timescale 100fs/100fs
module MainMemory
    (  
      input  ENABLE
    , input clk
    , input [31:0] FETCH_ADDRESS
    , input [64:0] EDIT_SERIAL  
    , output reg [31:0] DATA
    );
  wire signed [63:0] c$wild_app_arg;
  wire  c$app_arg;
  wire signed [63:0] c$wild_app_arg_0;
  wire [63:0] a1;
  wire signed [63:0] wild;
  wire signed [63:0] wild_0;
  wire [63:0] ds;
  wire [31:0] c$i;
  assign c$wild_app_arg = $unsigned({{(64-32) {1'b0}},FETCH_ADDRESS});
  assign c$app_arg = EDIT_SERIAL[64:64] ? 1'b1 : 1'b0;
  assign c$i = ds[63:32];
  assign c$wild_app_arg_0 = $unsigned({{(64-32) {1'b0}},c$i});
  reg [31:0] DATA_RAM [0:512-1];
  reg [16383:0] ram_init;
  integer i;
  initial begin
    ram_init = {32'b00000000000000000000000000000000,32'b00000000000000000000000000000000,32'b00000000000000000000000000000000,32'b00000000000000000000000000000000,32'b00000000000000000000000000000000,32'b00000000000000000000000000000000,32'b00000000000000000000000000000000,32'b00000000000000000000000000000000,32'b00000000000000000000000000000000,32'b00000000000000000000000000000000,32'b00000000000000000000000000000000,32'b00000000000000000000000000000000,32'b00000000000000000000000000000000,32'b00000000000000000000000000000000,32'b00000000000000000000000000000000,32'b00000000000000000000000000000000,32'b00000000000000000000000000000000,32'b00000000000000000000000000000000,32'b00000000000000000000000000000000,32'b00000000000000000000000000000000,32'b00000000000000000000000000000000,32'b00000000000000000000000000000000,32'b00000000000000000000000000000000,32'b00000000000000000000000000000000,32'b00000000000000000000000000000000,32'b00000000000000000000000000000000,32'b00000000000000000000000000000000,32'b00000000000000000000000000000000,32'b00000000000000000000000000000000,32'b00000000000000000000000000000000,32'b00000000000000000000000000000000,32'b00000000000000000000000000000000,32'b00000000000000000000000000000000,32'b00000000000000000000000000000000,32'b00000000000000000000000000000000,32'b00000000000000000000000000000000,32'b00000000000000000000000000000000,32'b00000000000000000000000000000000,32'b00000000000000000000000000000000,32'b00000000000000000000000000000000,32'b00000000000000000000000000000000,32'b00000000000000000000000000000000,32'b00000000000000000000000000000000,32'b00000000000000000000000000000000,32'b00000000000000000000000000000000,32'b00000000000000000000000000000000,32'b00000000000000000000000000000000,32'b00000000000000000000000000000000,32'b00000000000000000000000000000000,32'b00000000000000000000000000000000,32'b00000000000000000000000000000000,32'b00000000000000000000000000000000,32'b00000000000000000000000000000000,32'b00000000000000000000000000000000,32'b00000000000000000000000000000000,32'b00000000000000000000000000000000,32'b00000000000000000000000000000000,32'b00000000000000000000000000000000,32'b00000000000000000000000000000000,32'b00000000000000000000000000000000,32'b00000000000000000000000000000000,32'b00000000000000000000000000000000,32'b00000000000000000000000000000000,32'b00000000000000000000000000000000,32'b00000000000000000000000000000000,32'b00000000000000000000000000000000,32'b00000000000000000000000000000000,32'b00000000000000000000000000000000,32'b00000000000000000000000000000000,32'b00000000000000000000000000000000,32'b00000000000000000000000000000000,32'b00000000000000000000000000000000,32'b00000000000000000000000000000000,32'b00000000000000000000000000000000,32'b00000000000000000000000000000000,32'b00000000000000000000000000000000,32'b00000000000000000000000000000000,32'b00000000000000000000000000000000,32'b00000000000000000000000000000000,32'b00000000000000000000000000000000,32'b00000000000000000000000000000000,32'b00000000000000000000000000000000,32'b00000000000000000000000000000000,32'b00000000000000000000000000000000,32'b00000000000000000000000000000000,32'b00000000000000000000000000000000,32'b00000000000000000000000000000000,32'b00000000000000000000000000000000,32'b00000000000000000000000000000000,32'b00000000000000000000000000000000,32'b00000000000000000000000000000000,32'b00000000000000000000000000000000,32'b00000000000000000000000000000000,32'b00000000000000000000000000000000,32'b00000000000000000000000000000000,32'b00000000000000000000000000000000,32'b00000000000000000000000000000000,32'b00000000000000000000000000000000,32'b00000000000000000000000000000000,32'b00000000000000000000000000000000,32'b00000000000000000000000000000000,32'b00000000000000000000000000000000,32'b00000000000000000000000000000000,32'b00000000000000000000000000000000,32'b00000000000000000000000000000000,32'b00000000000000000000000000000000,32'b00000000000000000000000000000000,32'b00000000000000000000000000000000,32'b00000000000000000000000000000000,32'b00000000000000000000000000000000,32'b00000000000000000000000000000000,32'b00000000000000000000000000000000,32'b00000000000000000000000000000000,32'b00000000000000000000000000000000,32'b00000000000000000000000000000000,32'b00000000000000000000000000000000,32'b00000000000000000000000000000000,32'b00000000000000000000000000000000,32'b00000000000000000000000000000000,32'b00000000000000000000000000000000,32'b00000000000000000000000000000000,32'b00000000000000000000000000000000,32'b00000000000000000000000000000000,32'b00000000000000000000000000000000,32'b00000000000000000000000000000000,32'b00000000000000000000000000000000,32'b00000000000000000000000000000000,32'b00000000000000000000000000000000,32'b00000000000000000000000000000000,32'b00000000000000000000000000000000,32'b00000000000000000000000000000000,32'b00000000000000000000000000000000,32'b00000000000000000000000000000000,32'b00000000000000000000000000000000,32'b00000000000000000000000000000000,32'b00000000000000000000000000000000,32'b00000000000000000000000000000000,32'b00000000000000000000000000000000,32'b00000000000000000000000000000000,32'b00000000000000000000000000000000,32'b00000000000000000000000000000000,32'b00000000000000000000000000000000,32'b00000000000000000000000000000000,32'b00000000000000000000000000000000,32'b00000000000000000000000000000000,32'b00000000000000000000000000000000,32'b00000000000000000000000000000000,32'b00000000000000000000000000000000,32'b00000000000000000000000000000000,32'b00000000000000000000000000000000,32'b00000000000000000000000000000000,32'b00000000000000000000000000000000,32'b00000000000000000000000000000000,32'b00000000000000000000000000000000,32'b00000000000000000000000000000000,32'b00000000000000000000000000000000,32'b00000000000000000000000000000000,32'b00000000000000000000000000000000,32'b00000000000000000000000000000000,32'b00000000000000000000000000000000,32'b00000000000000000000000000000000,32'b00000000000000000000000000000000,32'b00000000000000000000000000000000,32'b00000000000000000000000000000000,32'b00000000000000000000000000000000,32'b00000000000000000000000000000000,32'b00000000000000000000000000000000,32'b00000000000000000000000000000000,32'b00000000000000000000000000000000,32'b00000000000000000000000000000000,32'b00000000000000000000000000000000,32'b00000000000000000000000000000000,32'b00000000000000000000000000000000,32'b00000000000000000000000000000000,32'b00000000000000000000000000000000,32'b00000000000000000000000000000000,32'b00000000000000000000000000000000,32'b00000000000000000000000000000000,32'b00000000000000000000000000000000,32'b00000000000000000000000000000000,32'b00000000000000000000000000000000,32'b00000000000000000000000000000000,32'b00000000000000000000000000000000,32'b00000000000000000000000000000000,32'b00000000000000000000000000000000,32'b00000000000000000000000000000000,32'b00000000000000000000000000000000,32'b00000000000000000000000000000000,32'b00000000000000000000000000000000,32'b00000000000000000000000000000000,32'b00000000000000000000000000000000,32'b00000000000000000000000000000000,32'b00000000000000000000000000000000,32'b00000000000000000000000000000000,32'b00000000000000000000000000000000,32'b00000000000000000000000000000000,32'b00000000000000000000000000000000,32'b00000000000000000000000000000000,32'b00000000000000000000000000000000,32'b00000000000000000000000000000000,32'b00000000000000000000000000000000,32'b00000000000000000000000000000000,32'b00000000000000000000000000000000,32'b00000000000000000000000000000000,32'b00000000000000000000000000000000,32'b00000000000000000000000000000000,32'b00000000000000000000000000000000,32'b00000000000000000000000000000000,32'b00000000000000000000000000000000,32'b00000000000000000000000000000000,32'b00000000000000000000000000000000,32'b00000000000000000000000000000000,32'b00000000000000000000000000000000,32'b00000000000000000000000000000000,32'b00000000000000000000000000000000,32'b00000000000000000000000000000000,32'b00000000000000000000000000000000,32'b00000000000000000000000000000000,32'b00000000000000000000000000000000,32'b00000000000000000000000000000000,32'b00000000000000000000000000000000,32'b00000000000000000000000000000000,32'b00000000000000000000000000000000,32'b00000000000000000000000000000000,32'b00000000000000000000000000000000,32'b00000000000000000000000000000000,32'b00000000000000000000000000000000,32'b00000000000000000000000000000000,32'b00000000000000000000000000000000,32'b00000000000000000000000000000000,32'b00000000000000000000000000000000,32'b00000000000000000000000000000000,32'b00000000000000000000000000000000,32'b00000000000000000000000000000000,32'b00000000000000000000000000000000,32'b00000000000000000000000000000000,32'b00000000000000000000000000000000,32'b00000000000000000000000000000000,32'b00000000000000000000000000000000,32'b00000000000000000000000000000000,32'b00000000000000000000000000000000,32'b00000000000000000000000000000000,32'b00000000000000000000000000000000,32'b00000000000000000000000000000000,32'b00000000000000000000000000000000,32'b00000000000000000000000000000000,32'b00000000000000000000000000000000,32'b00000000000000000000000000000000,32'b00000000000000000000000000000000,32'b00000000000000000000000000000000,32'b00000000000000000000000000000000,32'b00000000000000000000000000000000,32'b00000000000000000000000000000000,32'b00000000000000000000000000000000,32'b00000000000000000000000000000000,32'b00000000000000000000000000000000,32'b00000000000000000000000000000000,32'b00000000000000000000000000000000,32'b00000000000000000000000000000000,32'b00000000000000000000000000000000,32'b00000000000000000000000000000000,32'b00000000000000000000000000000000,32'b00000000000000000000000000000000,32'b00000000000000000000000000000000,32'b00000000000000000000000000000000,32'b00000000000000000000000000000000,32'b00000000000000000000000000000000,32'b00000000000000000000000000000000,32'b00000000000000000000000000000000,32'b00000000000000000000000000000000,32'b00000000000000000000000000000000,32'b00000000000000000000000000000000,32'b00000000000000000000000000000000,32'b00000000000000000000000000000000,32'b00000000000000000000000000000000,32'b00000000000000000000000000000000,32'b00000000000000000000000000000000,32'b00000000000000000000000000000000,32'b00000000000000000000000000000000,32'b00000000000000000000000000000000,32'b00000000000000000000000000000000,32'b00000000000000000000000000000000,32'b00000000000000000000000000000000,32'b00000000000000000000000000000000,32'b00000000000000000000000000000000,32'b00000000000000000000000000000000,32'b00000000000000000000000000000000,32'b00000000000000000000000000000000,32'b00000000000000000000000000000000,32'b00000000000000000000000000000000,32'b00000000000000000000000000000000,32'b00000000000000000000000000000000,32'b00000000000000000000000000000000,32'b00000000000000000000000000000000,32'b00000000000000000000000000000000,32'b00000000000000000000000000000000,32'b00000000000000000000000000000000,32'b00000000000000000000000000000000,32'b00000000000000000000000000000000,32'b00000000000000000000000000000000,32'b00000000000000000000000000000000,32'b00000000000000000000000000000000,32'b00000000000000000000000000000000,32'b00000000000000000000000000000000,32'b00000000000000000000000000000000,32'b00000000000000000000000000000000,32'b00000000000000000000000000000000,32'b00000000000000000000000000000000,32'b00000000000000000000000000000000,32'b00000000000000000000000000000000,32'b00000000000000000000000000000000,32'b00000000000000000000000000000000,32'b00000000000000000000000000000000,32'b00000000000000000000000000000000,32'b00000000000000000000000000000000,32'b00000000000000000000000000000000,32'b00000000000000000000000000000000,32'b00000000000000000000000000000000,32'b00000000000000000000000000000000,32'b00000000000000000000000000000000,32'b00000000000000000000000000000000,32'b00000000000000000000000000000000,32'b00000000000000000000000000000000,32'b00000000000000000000000000000000,32'b00000000000000000000000000000000,32'b00000000000000000000000000000000,32'b00000000000000000000000000000000,32'b00000000000000000000000000000000,32'b00000000000000000000000000000000,32'b00000000000000000000000000000000,32'b00000000000000000000000000000000,32'b00000000000000000000000000000000,32'b00000000000000000000000000000000,32'b00000000000000000000000000000000,32'b00000000000000000000000000000000,32'b00000000000000000000000000000000,32'b00000000000000000000000000000000,32'b00000000000000000000000000000000,32'b00000000000000000000000000000000,32'b00000000000000000000000000000000,32'b00000000000000000000000000000000,32'b00000000000000000000000000000000,32'b00000000000000000000000000000000,32'b00000000000000000000000000000000,32'b00000000000000000000000000000000,32'b00000000000000000000000000000000,32'b00000000000000000000000000000000,32'b00000000000000000000000000000000,32'b00000000000000000000000000000000,32'b00000000000000000000000000000000,32'b00000000000000000000000000000000,32'b00000000000000000000000000000000,32'b00000000000000000000000000000000,32'b00000000000000000000000000000000,32'b00000000000000000000000000000000,32'b00000000000000000000000000000000,32'b00000000000000000000000000000000,32'b00000000000000000000000000000000,32'b00000000000000000000000000000000,32'b00000000000000000000000000000000,32'b00000000000000000000000000000000,32'b00000000000000000000000000000000,32'b00000000000000000000000000000000,32'b00000000000000000000000000000000,32'b00000000000000000000000000000000,32'b00000000000000000000000000000000,32'b00000000000000000000000000000000,32'b00000000000000000000000000000000,32'b00000000000000000000000000000000,32'b00000000000000000000000000000000,32'b00000000000000000000000000000000,32'b00000000000000000000000000000000,32'b00000000000000000000000000000000,32'b00000000000000000000000000000000,32'b00000000000000000000000000000000,32'b00000000000000000000000000000000,32'b00000000000000000000000000000000,32'b00000000000000000000000000000000,32'b00000000000000000000000000000000,32'b00000000000000000000000000000000,32'b00000000000000000000000000000000,32'b00000000000000000000000000000000,32'b00000000000000000000000000000000,32'b00000000000000000000000000000000,32'b00000000000000000000000000000000,32'b00000000000000000000000000000000,32'b00000000000000000000000000000000,32'b00000000000000000000000000000000,32'b00000000000000000000000000000000,32'b00000000000000000000000000000000,32'b00000000000000000000000000000000,32'b00000000000000000000000000000000,32'b00000000000000000000000000000000,32'b00000000000000000000000000000000,32'b00000000000000000000000000000000,32'b00000000000000000000000000000000,32'b00000000000000000000000000000000,32'b00000000000000000000000000000000,32'b00000000000000000000000000000000,32'b00000000000000000000000000000000,32'b00000000000000000000000000000000,32'b00000000000000000000000000000000,32'b00000000000000000000000000000000,32'b00000000000000000000000000000000,32'b00000000000000000000000000000000,32'b00000000000000000000000000000000,32'b00000000000000000000000000000000,32'b00000000000000000000000000000000,32'b00000000000000000000000000000000,32'b00000000000000000000000000000000,32'b00000000000000000000000000000000,32'b00000000000000000000000000000000,32'b00000000000000000000000000000000,32'b00000000000000000000000000000000,32'b00000000000000000000000000000000,32'b00000000000000000000000000000000,32'b00000000000000000000000000000000,32'b00000000000000000000000000000000,32'b00000000000000000000000000000000,32'b00000000000000000000000000000000,32'b00000000000000000000000000000000,32'b00000000000000000000000000000000,32'b00000000000000000000000000000000,32'b00000000000000000000000000000000,32'b00000000000000000000000000000000,32'b00000000000000000000000000000000,32'b00000000000000000000000000000000,32'b00000000000000000000000000000000,32'b00000000000000000000000000000000,32'b00000000000000000000000000000000,32'b00000000000000000000000000000000,32'b00000000000000000000000000000000,32'b00000000000000000000000000000000,32'b00000000000000000000000000000000,32'b00000000000000000000000000000000,32'b00000000000000000000000000000000,32'b00000000000000000000000000000000,32'b00000000000000000000000000000000,32'b00000000000000000000000000000000,32'b00000000000000000000000000000000,32'b00000000000000000000000000000000,32'b00000000000000000000000000000000,32'b00000000000000000000000000000000,32'b00000000000000000000000000000000,32'b00000000000000000000000000000000,32'b00000000000000000000000000000000,32'b00000000000000000000000000000000,32'b00000000000000000000000000000000,32'b00000000000000000000000000000000,32'b00000000000000000000000000000000,32'b00000000000000000000000000000000,32'b00000000000000000000000000000000,32'b00000000000000000000000000000000,32'b00000000000000000000000000000000,32'b00000000000000000000000000000000,32'b00000000000000000000000000000000,32'b00000000000000000000000000000000,32'b00000000000000000000000000000000,32'b00000000000000000000000000000000,32'b00000000000000000000000000000000,32'b00000000000000000000000000000000,32'b00000000000000000000000000000000,32'b00000000000000000000000000000000,32'b00000000000000000000000000000000,32'b00000000000000000000000000000000,32'b00000000000000000000000000000000,32'b00000000000000000000000000000000,32'b00000000000000000000000000000000,32'b00000000000000000000000000000000,32'b00000000000000000000000000000000,32'b00000000000000000000000000000000,32'b00000000000000000000000000000000,32'b00000000000000000000000000000000,32'b00000000000000000000000000000000,32'b00000000000000000000000000000000,32'b00000000000000000000000000000000,32'b00000000000000000000000000000000,32'b00000000000000000000000000000000,32'b00000000000000000000000000000000,32'b00000000000000000000000000000000,32'b00000000000000000000000000000000,32'b00000000000000000000000000000000,32'b00000000000000000000000000000000,32'b00000000000000000000000000000000,32'b00000000000000000000000000000000,32'b00000000000000000000000000000000,32'b00000000000000000000000000000000,32'b00000000000000000000000000000000,32'b00000000000000000000000000000000,32'b00000000000000000000000000000000,32'b00000000000000000000000000000000,32'b00000000000000000000000000000000,32'b00000000000000000000000000000000,32'b00000000000000000000000000000000,32'b00000000000000000000000000000000,32'b00000000000000000000000000000000,32'b00000000000000000000000000000000,32'b00000000000000000000000000000000,32'b00000000000000000000000000000000,32'b00000000000000000000000000000000,32'b00000000000000000000000000000000,32'b00000000000000000000000000000000,32'b00000000000000000000000000000000,32'b00000000000000000000000000000000,32'b00000000000000000000000000000000,32'b00000000000000000000000000000000,32'b00000000000000000000000000000000,32'b00000000000000000000000000000000,32'b00000000000000000000000000000000,32'b00000000000000000000000000000000,32'b00000000000000000000000000000000,32'b00000000000000000000000000000000};
    for (i=0; i < 512; i = i + 1) begin
      DATA_RAM[512-1-i] = ram_init[i*32+:32];
    end
  end
  always @(negedge clk) begin : DATA_blockRam
    if (c$app_arg & ENABLE) begin
      DATA_RAM[(wild_0)] <= ds[31:0];
    end
    if (ENABLE) begin
      DATA <= DATA_RAM[(wild)];
    end
  end
  assign a1 = EDIT_SERIAL[63:0];
  assign wild = $signed(c$wild_app_arg);
  assign wild_0 = $signed(c$wild_app_arg_0);
  assign ds = EDIT_SERIAL[64:64] ? a1 : ({64 {1'bx}});
endmodule
</file>
==> results.rst <==
Implementation results
======================

.. list-table::
   :header-rows: 1

   * - Metric
     - Value
   * - Stages on worst setup path
     - 19
   * - Die Span Y
     - 1.460 mm
   * - Number of global-route vias before repair
     - 442700
   * - Clock Latency Late Sink
     - 1400 ps
   * - Most instantiated logic cells after routing
     - 16810 x inv_1, 16420 x edfxtp_1, 3439 x mux2i_1
   * - Final setup vio count
     - 0
   * - Library cell used as clock root buffer
     - clkbuf_16
   * - Tot Pwr
     - 28.77 mW
   * - Cell with the biggest individual delay on the critical path
     - buf_4
   * - Average detailed-routed wire length per instance
     - 27.18 um
   * - Run status
     - finished with violations
   * - H-tree levels
     - 7
   * - Source of the worst register-to-register timing path
     - DATA_RAM[462][27]
   * - Violated checks
     - capacitance limit, slew limit
   * - Buffer count from post-CTS setup fixing
     - 0
   * - Crit path DRT
     - 31410 ps
   * - Ys Warns
     - 1
   * - Netlist area before placement
     - 0.6374 mm2
   * - Main synth FF type
     - edfxtp_1
   * - Fraction of layout cells with a size suffix above 1
     - 15.65%
   * - Quantity of I/O buffers inserted on ports
     - 84
   * - Net switching power
     - 8.007 mW
   * - Buffers and inverters on the worst path
     - 12
   * - Power per standard cell area
     - 35.93 mW/mm2
   * - Sequential group share of total power
     - 44.0%
   * - Final routed DRC violation total
     - 0
   * - Number of sinks driven by the clock tree
     - 16420
   * - Worst reg2reg path depth
     - 7
   * - Top cell type's share of synthesized area
     - 77.34%
   * - Synth Seq Share
     - 77.34%
   * - Internal cell power
     - 20.77 mW
   * - Leading post-synthesis cells by cell area
     - edfxtp_1 77%, mux4_2 8.1%, mux2i_1 5.4%
   * - Yosys top cell by area
     - edfxtp_1
   * - Detail-routed via count per cell
     - 4.879
   * - FP Core Util
     - 30.07%
   * - Total via count after detailed routing
     - 386700
   * - Switching part of the total
     - 27.83%
   * - Pin count of the biggest net entering global routing
     - 111
   * - Final GP Congestion
     - 0.9249
   * - Classification of the worst setup path
     - input pin to flip-flop
   * - Clock buffer depth
     - 6
   * - Final tally of hold violations
     - 0
   * - Worst IR Drop VDD
     - 0.03164 mV
   * - Horizontal die dimension
     - 1.460 mm
   * - Aggregate negative setup slack
     - 0 ps
   * - WHS Endpoint
     - DATA[28]
   * - Synthesized instance count
     - 30690
   * - Number of search-and-repair iterations in the first detailed-routing pass
     - 8
   * - Global route total overflow
     - 0
   * - Global-route wire length before repair
     - 2963 mm
   * - Crit. End Element
     - flip-flop
   * - Final antenna-violating net count
     - 0
   * - Instance count along the most critical hold path
     - 5
   * - Chip area estimate from yosys synthesis
     - 0.6374 mm2
   * - HP Class
     - flip-flop to flip-flop
   * - Final worst clock skew
     - 108.2 ps
   * - HPWL after DPL
     - 1267 mm
   * - Setup repair after global routing missed its margin
     - no
   * - Slew Viols, Final
     - 3
   * - Uppermost metal layer occupied by signal nets
     - met5
   * - Chain of cells forming the critical path
     - buf_16 -> buf_4 -> buf_4 -> buf_4 -> buf_4 -> buf_4 -> buf_12 -> buf_4 -> mux2i_1 -> o22ai_1 -> o22ai_1 -> nor4_1 -> buf_4 -> nand4_1 -> buf_4 -> o311ai_0 -> buf_4 -> and4_1 -> buf_4
   * - Static leakage power
     - 321.0 nW
   * - Startpoint class of the critical path
     - input pin
   * - Wire length reported by the detailed router
     - 2154 mm
   * - Cell mode on critical path
     - buf_4
   * - Top cell excl fill/tap
     - inv_1
   * - Number of storage elements in the synthesis netlist
     - 16420
   * - FFs w/ async S/R, synth
     - 0%
   * - # rows
     - 535
   * - Total clock buffers created by CTS
     - 1703
   * - Biggest fanout along the worst timing path
     - 87
   * - Critical path arrival
     - 20180 ps
   * - Startpoint of the tightest hold check path
     - DATA_RAM[42][28]
   * - Distinct cell type count after synthesis
     - 100
   * - Core outline area
     - 2.120 mm2
   * - Combinational Power Share
     - 4.6%
   * - Number of max-cap violations
     - 2
   * - Worst-case headroom to the max-slew limit
     - -3.827%
   * - Max stage delay on crit path
     - 680 ps
   * - Met2 layer wire length in the routed design
     - 925.6 mm
   * - Aggregate global-route resource usage
     - 21.40%
   * - Share of power burned in the clock network
     - 51.4%
   * - Initial antenna violation count
     - 208
   * - Transition at the pin with the smallest max-transition slack
     - 1541 ps
   * - Hold buffer count at cts
     - 0
   * - Dpl ws
     - 10030 ps
   * - Largest delay share family, worst path
     - buffers and inverters
   * - Setup slack, reg-to-reg
     - 56100 ps
   * - Setup slack of the critical path after layout
     - 11230 ps
   * - Relative area change from synthesis to final layout
     - 25.63%
   * - Met3 wire length
     - 510.7 mm
   * - Number of cell instances after yosys synthesis
     - 30690
   * - Drt first-iter violations
     - 26090
   * - Average instance area after synthesis
     - 20.77 um2
   * - Total routed wire length on the met1 layer
     - 562.2 mm
   * - Die Area
     - 2.130 mm2
   * - CTS resizes
     - 0
   * - Num ports
     - 131
   * - Endpoint of the worst-slack reg-to-reg timing path
     - DATA[27]
   * - Stage-log warning count
     - 1084
   * - CTS tree
     - yes
   * - CTS clock-pin slew for the worst setup and hold paths
     - 40 ps
   * - EDFF count, synth
     - 16420
==> registers in the layout (all words and copies together), names as in the netlist <==
signal    flops
DATA         32
DATA_RAM  16384
==> cell families after synthesis <==
family	synth area share, %
DFF	77.34
muxes	14.31
AOI/OAI and AO/OA	4.501
and+or+nand+nor	1.671
buffers and inverters	2.183
==> power groups by stage <==
| stage | clock network (mW) | registers, mW | logic [mW] |
|---|---|---|---|
| 6_report | 14.8 | 12.7 | 1.32 |
| 5_1_grt | 16.5 | 12.6 | 1.37 |
| 4_1_cts | 15.1 | 12.7 | 1.28 |
==> layer usage <==
layer | vias up | track usage (%)
li1 | 167400 | -
met1 | 183200 | 15.98
met2 | 30790 | 28.23
met3 | 4965 | 25.29
met4 | 432 | 13.14
met5 | - | 10.19
==> stage by stage <==
step | util, % | cells | hold WS [ps] | cell area [um2]
floorplan | - | 30690 | 904.0 | 637400
global placement | 32.13 | 59170 | 1262 | 681100
detailed placement | 32.13 | 59170 | 1225 | 681100
CTS | 37.69 | 78570 | 1245 | 799000
global route | 37.76 | 79160 | 1298 | 800500
finish | 37.77 | 79260 | 1195 | 800800
==> worst min-delay path: stages, from the launching register on <==
cell	delay, ps
edfxtp_1	310
mux4_2	230
nand3_1	80
o21ai_0	90
nor3_1	110
a2111oi_2	280
==> how the worst max path moves through the flow <==
stage,start,to
after CTS,FETCH_ADDRESS[0],DATA[24]
after global routing,FETCH_ADDRESS[0],DATA[25]
final,FETCH_ADDRESS[0],DATA[25]
==> final cells by class <==
cell class                      instances  area [um2]
Multi-Input combinational cell      12360      135500
Inverter                               10       65.06
Timing Repair Buffer                 2194       17340
Clock buffer                         1723       43120
Antenna cell                          687        1719
Tap cell                            28190       35270
Fill cell                          185900     1319000
Clock inverter                      17680       74770
Sequential cell                     16420      493000
==> cell usage after synthesis, drive strengths merged (46+ instances only) <==
master   instances
a2111oi         73
a211oi         116
a21oi          730
a221oi          46
a22oi          182
a31oi           98
and2            97
buf           1289
clkbuf         617
edfxtp       16420
mux2            79
mux2i         3439
mux4          2453
nand2          458
nand3          159
nand4           76
nor2           828
nor3           382
nor4            88
o21ai          461
o221ai        1100
o22ai          919
No activity file was given, so power comes from the tool's default toggle rates.
